==> flow/design.v <==
module FIFO_memory #(parameter DEPTH = 8, PTR_WIDTH = 3)
  (input i_Wclk, i_Wrst_n, i_W_en, i_Rclk, i_R_en,
   input [PTR_WIDTH:0] i_b_wptr, i_b_rptr,
   input i_Data_In,
   input i_full, i_empty,
   output reg o_Data_Out);
  reg r_FIFO [0:DEPTH-1];
  always @(posedge i_Wclk) begin
    if (!i_Wrst_n) begin
      r_FIFO[i_b_wptr[PTR_WIDTH-1:0]] <= 0;
    end else if (i_W_en & !i_full) begin
      r_FIFO[i_b_wptr[PTR_WIDTH-1:0]] <= i_Data_In;
    end
  end
  assign o_Data_Out = r_FIFO[i_b_rptr[PTR_WIDTH-1:0]];
endmodule
module async_FIFO #(parameter DEPTH=8, parameter PTR_WIDTH = $clog2(DEPTH))
  (input i_Wclk, i_Wrst_n, i_W_en,
   input i_Rclk, i_Rrst_n, i_R_en,
   input i_Data_In,
   output reg o_Data_Out,
   output reg o_full, o_empty);
  reg [PTR_WIDTH:0] r_g_wptr_sync, r_g_rptr_sync;
  reg [PTR_WIDTH:0] r_b_wptr, r_b_rptr;
  reg [PTR_WIDTH:0] r_g_wptr, r_g_rptr;
  synchronizer #(PTR_WIDTH) sync_wptr (
    .i_Clk(i_Rclk), 
    .i_Rst_n(i_Rrst_n), 
    .i_d_in(r_g_wptr), 
    .o_d_out(r_g_wptr_sync));
  synchronizer #(PTR_WIDTH) sync_rptr (
    .i_Clk(i_Wclk), 
    .i_Rst_n(i_Wrst_n), 
    .i_d_in(r_g_rptr), 
    .o_d_out(r_g_rptr_sync));
  wptr_handler #(PTR_WIDTH) wptr_h (
    .i_Wclk(i_Wclk), 
    .i_Wrst_n(i_Wrst_n), 
    .i_W_en(i_W_en), 
    .i_g_rptr_sync(r_g_rptr_sync), 
    .o_b_wptr(r_b_wptr), 
    .o_g_wptr(r_g_wptr), 
    .o_full(o_full));
  rptr_handler #(PTR_WIDTH) rptr_h (
    .i_Rclk(i_Rclk), 
    .i_Rrst_n(i_Rrst_n), 
    .i_R_en(i_R_en), 
    .i_g_wptr_sync(r_g_wptr_sync), 
    .o_b_rptr(r_b_rptr), 
    .o_g_rptr(r_g_rptr), 
    .o_empty(o_empty));
  FIFO_memory FIFOm (
    .i_Wclk(i_Wclk), 
    .i_Wrst_n(i_Wrst_n), 
    .i_W_en(i_W_en), 
    .i_Rclk(i_Rclk), 
    .i_R_en(i_R_en), 
    .i_b_wptr(r_b_wptr), 
    .i_b_rptr(r_b_rptr), 
    .i_Data_In(i_Data_In), 
    .i_full(o_full), 
    .i_empty(o_empty), 
    .o_Data_Out(o_Data_Out));
endmodule
module rptr_handler #(parameter PTR_WIDTH = 3) 
  (input i_Rclk, i_Rrst_n, i_R_en,
   input [PTR_WIDTH:0] i_g_wptr_sync,
   output reg [PTR_WIDTH:0] o_b_rptr, o_g_rptr,
   output reg o_empty);
  reg [PTR_WIDTH:0] r_b_rptr_next;
  reg [PTR_WIDTH:0] r_g_rptr_next;
  wire o_rempty;
  assign r_b_rptr_next = o_b_rptr + (i_R_en & !o_empty); 
  assign r_g_rptr_next = (r_b_rptr_next >> 1)^r_b_rptr_next;
  assign o_rempty = (i_g_wptr_sync == r_g_rptr_next);
  always @(posedge i_Rclk or negedge i_Rrst_n) begin
    if (!i_Rrst_n) begin
      o_b_rptr <= 0;
      o_g_rptr <= 0;
    end else begin
      o_b_rptr <= r_b_rptr_next;
      o_g_rptr <= r_g_rptr_next;
    end
  end
  always @(posedge i_Rclk or negedge i_Rrst_n) begin
    if (!i_Rrst_n) begin
      o_empty <= 1;
    end else begin
      o_empty <= o_rempty;
    end
  end
endmodule
module synchronizer #(parameter WIDTH = 3) 
  (input i_Clk,
   input i_Rst_n,
   input [WIDTH:0] i_d_in,
   output reg [WIDTH:0] o_d_out);
  reg [WIDTH:0] r_q1;
  always @(posedge i_Clk) begin
    if (!i_Rst_n) begin
      r_q1 <= 0;
      o_d_out <= 0;
    end else begin
      r_q1 <= i_d_in;
      o_d_out <= r_q1;
    end
  end
endmodule
module wptr_handler #(parameter PTR_WIDTH = 3)
  (input i_Wclk, i_Wrst_n, i_W_en,
   input [PTR_WIDTH:0] i_g_rptr_sync,
   output reg [PTR_WIDTH:0] o_b_wptr, o_g_wptr,
   output reg o_full);
  reg [PTR_WIDTH:0] r_b_wptr_next;
  reg [PTR_WIDTH:0] r_g_wptr_next;
  wire w_wfull;
  assign r_b_wptr_next = o_b_wptr+(i_W_en & !o_full); 
  assign r_g_wptr_next = (r_b_wptr_next >> 1)^r_b_wptr_next;
  always @(posedge i_Wclk or negedge i_Wrst_n) begin
    if (!i_Wrst_n) begin
      o_b_wptr <= 0;
      o_g_wptr <= 0;
    end else begin
      o_b_wptr <= r_b_wptr_next;  
      o_g_wptr <= r_g_wptr_next;  
    end
  end
  always @(posedge i_Wclk or negedge i_Wrst_n) begin
    if (!i_Wrst_n) begin
      o_full <= 0;
    end else begin
      o_full <= w_wfull;
    end
  end
  assign w_wfull = (r_g_wptr_next == {~i_g_rptr_sync[PTR_WIDTH:PTR_WIDTH-1], i_g_rptr_sync[PTR_WIDTH-2:0]});
endmodule
module deserializer (
    input i_Wclk, i_Wrst_n, i_W_en,
    input i_Rclk, i_Rrst_n, i_R_en,
    input i_rst_n,
    input i_Data_In,
    output reg [7:0] o_Data,
    output reg o_FIFO_Out,
    output reg o_full, o_empty);
  logic [9:0] r_Des_Data;
  reg [9:0] r_Counter;
  reg [2:0] r_3B;
  reg [4:0] r_5B;
  async_FIFO FIFO (.i_Wclk(i_Wclk), 
                   .i_Wrst_n(i_Wrst_n), 
                   .i_W_en(i_W_en), 
                   .i_Rclk(i_Rclk), 
                   .i_Rrst_n(i_Rrst_n), 
                   .i_R_en(i_R_en), 
                   .i_Data_In(i_Data_In), 
                   .o_Data_Out(o_FIFO_Out),
                   .o_full(o_full), 
                   .o_empty(o_empty));
  always @(posedge i_Rclk) begin
    if (!i_rst_n) begin
      r_Des_Data <= 0;
      r_Counter <= 0;
      r_3B <= 0;
      r_5B <= 0;
    end else begin
      if (i_R_en && r_Counter < 10) begin 
        r_Des_Data[9] <= o_FIFO_Out;  
        r_Des_Data[8:0] <= r_Des_Data[9:1];
      	r_Counter <= r_Counter + 1;
      end
    end
  end
  always @(posedge i_Rclk) begin
    if (r_Counter == 10) begin 
      r_Counter <= 0;
      r_Des_Data <= 0;
      case (r_Des_Data[9:4])
        6'b100111 : r_5B <= 5'b00000;
        6'b011000 : r_5B <= 5'b00000;
        6'b011101 : r_5B <= 5'b00001;
        6'b100010 : r_5B <= 5'b00001;
        6'b101101 : r_5B <= 5'b00010;
        6'b010010 : r_5B <= 5'b00010;
        6'b110001 : r_5B <= 5'b00011;
        6'b110101 : r_5B <= 5'b00100;
        6'b001010 : r_5B <= 5'b00100;
        6'b101001 : r_5B <= 5'b00101;
        6'b011001 : r_5B <= 5'b00110;
        6'b111000 : r_5B <= 5'b00111;
        6'b000111 : r_5B <= 5'b00111;
        6'b111001 : r_5B <= 5'b01000;
        6'b000110 : r_5B <= 5'b01000;
        6'b100101 : r_5B <= 5'b01001;
        6'b010101 : r_5B <= 5'b01010;
        6'b110100 : r_5B <= 5'b01011;
        6'b001101 : r_5B <= 5'b01100;
        6'b101100 : r_5B <= 5'b01101;
        6'b011100 : r_5B <= 5'b01110;
        6'b010111 : r_5B <= 5'b01111;
        6'b101000 : r_5B <= 5'b01111;
        6'b011011 : r_5B <= 5'b10000;
        6'b100100 : r_5B <= 5'b10000;
        6'b100011 : r_5B <= 5'b10001;
        6'b010011 : r_5B <= 5'b10010;
        6'b110010 : r_5B <= 5'b10011;
        6'b001011 : r_5B <= 5'b10100;
        6'b101010 : r_5B <= 5'b10101;
        6'b011010 : r_5B <= 5'b10110;
        6'b111010 : r_5B <= 5'b10111;
        6'b000101 : r_5B <= 5'b10111;
        6'b110011 : r_5B <= 5'b11000;
        6'b001100 : r_5B <= 5'b11000;
        6'b100110 : r_5B <= 5'b11001;
        6'b010110 : r_5B <= 5'b11010;
        6'b110110 : r_5B <= 5'b11011;
        6'b001001 : r_5B <= 5'b11011;
        6'b001110 : r_5B <= 5'b11100;
        6'b101110 : r_5B <= 5'b11101;
        6'b010001 : r_5B <= 5'b11101;
        6'b011110 : r_5B <= 5'b11110;
        6'b100001 : r_5B <= 5'b11110;
        6'b101011 : r_5B <= 5'b11111;
        6'b010100 : r_5B <= 5'b11111;
        default : r_5B <= 5'b00000;
      endcase
      case (r_Des_Data[3:0]) 
        4'b1011 : r_3B <= 3'b000;
        4'b0100 : r_3B <= 3'b000;
        4'b1001 : r_3B <= 3'b001;
        4'b0101 : r_3B <= 3'b010;
        4'b1100 : r_3B <= 3'b011;
        4'b0011 : r_3B <= 3'b011;
        4'b1101 : r_3B <= 3'b100;
        4'b0010 : r_3B <= 3'b100;
        4'b1010 : r_3B <= 3'b101;
        4'b0110 : r_3B <= 3'b110;
        4'b1110 : r_3B <= 3'b111;
        4'b0001 : r_3B <= 3'b111;
        4'b0111 : r_3B <= 3'b111;
        4'b1000 : r_3B <= 3'b111;
        default : r_3B <= 3'b000;
      endcase  
    end
  end
  assign o_Data = {r_3B, r_5B};
endmodule
==> flow/run.sh <==
#!/bin/bash
# OpenROAD 26Q1-2900-gdf79404cd8, Yosys 0.63+post, stock flow scripts
make -C /OpenROAD-flow-scripts/flow DESIGN_CONFIG=/design/flow/config.mk WORK_HOME=/design/flow/orfs finish
==> flow/config.mk <==
export PLATFORM = sky130hd
export DESIGN_NAME = deserializer
export DESIGN_NICKNAME = deserializer
export VERILOG_FILES = /design/flow/design.v
export SDC_FILE = /design/flow/constraint.sdc
export NUM_CORES = 4
export LEC_CHECK = 1
export CORE_AREA = 10 10 107 107
export DIE_AREA = 0 0 117 117
==> flow/constraint.sdc <==
current_design deserializer

set clk_period 1.8
set clk_io_pct 0.2

create_clock -name clk0 -period $clk_period [get_ports {i_Rclk}]
create_clock -name clk1 -period $clk_period [get_ports {i_Wclk}]

set non_clock_inputs [all_inputs -no_clocks]
set_input_delay [expr $clk_period * $clk_io_pct] -clock clk0 $non_clock_inputs
set_output_delay [expr $clk_period * $clk_io_pct] -clock clk0 [all_outputs]
==> out/results.txt <==
Required time worst endpoint -> 1.44 ns
Clock tree sinks -> 40
Routed Antenna Nets -> 0
Routed Wire Length -> 2.842 mm
Critical-path top delay cell -> mux4_2
And+or+nand+nor area frac -> 0.1659
Setup Crit Path Kind -> reg2out
Die ar. -> 13690 sq um
Placement Cell Area -> 2011 sq um
DR vias/cell -> 3.491
Row count -> 35
Power per cell area -> 1742 nW/um^2
Fin. Hold Viols -> 0
Die x size -> 117 microns
Top logic cells by instance count in the layout -> buf_4, dfxtp_1, and2_1
Gpl congestion -> 0.7621
ANT cells -> 0
Top Ports -> 19
Residual DRC -> 0
Sequential share of the synthesized area -> 0.5722
Chip Area, Yosys -> 1682 sq um
Pre-Place Util -> 0.1829
Ao+oa area frac -> 0.03795
Setup Viol. Count Final -> 1
YS warnings -> 47
Violated checks -> setup timing
Final instance area -> 2236 sq um
HP Class -> in2async
Vias -> 981
CTS tree -> built
Worst Setup End Kind -> output pin
Avg WL per Cell -> 10.11 microns
Worst EP arrival -> 1.53 ns
Layout cells sized above 1 -> 0.3000
Port bufs -> 8
Max-slew violation count -> 0
Most frequent logic cell in the layout -> buf_4
Yosys xor share -> 0.1042
Mapped cell area -> 1682 sq um
Startpoint Class -> register
Cell Type Count -> 38
Status -> finished, violations left
Pin count of the biggest net entering global routing -> 17
Pre-Repair DR Iteration Count -> 4
Synth flops -> 40
Main synth FF type -> dfxtp_1
Post-Syn Area per Cell -> 12.46 sq um
DP HPWL -> 2.085 mm
Cell count after synthesis -> 135
Yosys stat cell total -> 135
Area Overhead vs Synth -> 32.96%
All-Layer GR Usage -> 0.04396
Initial antenna violation count -> 0
Final WS setup -> -0.09470 ns
VDD IR max -> 0.5419 mV
Core area -> 9196 sq um
Die Height -> 117 microns
Dominant kind of combinational cell -> simple AND/OR/NAND/NOR gates
Worst Path Max Fanout -> 3
Leak -> 0.9064 nW
Ys async rst share -> 0.4000
CP max stage delay -> 0.51 ns
Clock transition at path regs -> 0.06 ns
EDFF count, synth -> 8
First-pass GRT wire length -> 4.802 mm
Yosys adder share -> 0.02976
Hold Slack -> 0.3857 ns
Initial DRC count -> 37
CP Cell Sequence -> mux4_2 -> mux2_4 -> buf_6
RSZ-0062 raised after global routing -> true
Max-cap check violation count -> 0
Final Skew -> 0.003388 ns
Vias in the first global route -> 995
Multiplexer share -> 0.04018
Post-Route Utilization -> 0.2431
GRT overflow -> 0
Warning total across the stage logs -> 30
-- final timing paths --
kind | from | end | slack, ns | cells after the start
max in group asynchronous | i_Rrst_n | FIFO.rptr_h.o_empty | 0.92 | 2
max in group clk1 | FIFO.wptr_h.o_full | FIFO.wptr_h.o_full | 0 | 8
min in group clk1 | FIFO.sync_rptr.r_q1[3] | FIFO.sync_rptr.o_d_out[3] | 0.44 | 1
setup reg to reg | FIFO.wptr_h.o_full | FIFO.wptr_h.o_full | 0 | 8
hold / removal | i_Rrst_n | FIFO.rptr_h.o_g_rptr[0] | 0.39 | 1
setup / recovery | FIFO.rptr_h.o_b_rptr[0] | o_FIFO_Out | -0.09 | 3
hold reg to reg | FIFO.sync_wptr.r_q1[0] | FIFO.sync_wptr.o_d_out[0] | 0.42 | 1
min in group clk0 | FIFO.sync_wptr.r_q1[0] | FIFO.sync_wptr.o_d_out[0] | 0.42 | 1
-- critical path, delay by kind of cell (launching register included) --
kind                   cells  cell delay, ns
flip-flops                 1            0.40
multiplexers               2            0.78
buffers and inverters      1            0.11
-- where the power goes --
group          switching [W]  total [W]  leakage, nW  internal (W)
clock               0.000264   0.000615       0.0515      0.000351
sequential          0.000213    0.00146        0.394       0.00125
combinational       0.000748    0.00182        0.461       0.00107
-- cell usage after synthesis (2+ instances only) --
cell type,instances,area (sq um)
edfxtp_1,8,240.2
and2_1,16,100.1
nor3_1,3,15.01
nand2_1,4,15.01
nor2_1,7,26.28
buf_4,9,67.56
nor2b_1,3,18.77
mux2_2,2,22.52
nand3_1,4,20.02
or3_1,2,12.51
dfxtp_1,16,320.3
and3_1,2,12.51
dfrtp_1,15,375.4
nand2b_1,3,18.77
mux4_2,2,45.04
xnor2_1,6,52.55
xor2_1,9,78.83
ha_1,4,50.05
-- layout make-up --
class | count | area (sq um)
multi-input cells | 90 | 774.5
well taps | 111 | 138.9
clock buffers | 8 | 100.1
fillers | 954 | 6960
inverters | 1 | 3.754
repair buffers | 31 | 255.2
flip-flops and latches | 40 | 963.4
-- through the flow --
step | power, W | worst slack (ns) | std cells | setup TNS (ns)
floorplan | 0.002439 | 0.009624 | 142 | 0
global placement | 0.002994 | -0.4472 | 267 | -1.679
detailed placement | 0.002987 | -0.4358 | 267 | -1.580
CTS | 0.003824 | -0.1627 | 280 | -0.1627
global route | 0.004203 | -0.1567 | 281 | -0.2518
finish | 0.003896 | -0.09470 | 281 | -0.09470
-- state kept, by name, indices dropped and copies added, names as in the netlist --
| register | flops |
|---|---|
| FIFO.FIFOm.r_FIFO | 8 |
| FIFO.rptr_h.o_b_rptr | 4 |
| FIFO.sync_rptr.o_d_out | 4 |
| FIFO.sync_rptr.r_q1 | 4 |
| FIFO.sync_wptr.o_d_out | 4 |
| FIFO.sync_wptr.r_q1 | 4 |
| FIFO.wptr_h.o_b_wptr | 4 |
| FIFO.rptr_h.o_g_rptr | 3 |
| FIFO.wptr_h.o_g_wptr | 3 |
| FIFO.rptr_h.o_empty | 1 |
| FIFO.wptr_h.o_full | 1 |
-- kinds of logic (layout without fill, tap and decap cells) --
group,after synthesis,in the layout
other cells,1,8
fa+ha+maj,4,4
buf+inv,12,40
compound gates,8,8
simple gates,49,49
mux,4,4
flops,40,40
xor+xnor,17,17
-- what timing repair did --
| item | CTS | global route |
|---|---|---|
| gates resized | 14 | 7 |
| pin swaps | 9 | 1 |
| buffers inserted | 5 | 1 |
| hold buffers | 0 | 0 |
| endpoints found under the setup margin | 3 | 3 |
-- metal layers --
layer  vias to the layer above  global-route usage  wire length (microns)
met4                         0             0.01483                     85
met2                        15             0.06262                   1200
met3                         4             0.01548                    156
met1                       457             0.06118                   1401
met5                         -                   0                      0
li1                        505                   -                      -
No activity file was given, so power comes from the tool's default toggle rates.
